==> design.v <==
module InflighQueue(
  input         clock,
  input         reset,
  input         io_clk,
  input         io_reset,
  input         io_pop,
  input         io_push,
  input  [94:0] io_write_data,
  output        io_full,
  output        io_empty,
  output [94:0] io_read_data,
  output [2:0]  io_head_ptr,
  output [2:0]  io_tail_ptr
);
  reg [94:0] queue_0;  
  reg [94:0] queue_1;  
  reg [94:0] queue_2;  
  reg [94:0] queue_3;  
  reg [94:0] queue_4;  
  reg [94:0] queue_5;  
  reg [94:0] queue_6;  
  reg [94:0] queue_7;  
  reg [2:0] head;  
  reg [2:0] tail;  
  wire [2:0] _io_full_T_1 = tail + 3'h1;  
  wire [3:0] _GEN_10 = {{1'd0}, _io_full_T_1};  
  wire [3:0] _GEN_0 = _GEN_10 % 4'h8;  
  wire [2:0] _io_full_T_2 = _GEN_0[2:0];  
  wire [2:0] _head_T_1 = head + 3'h1;  
  wire [3:0] _GEN_11 = {{1'd0}, _head_T_1};  
  wire [3:0] _GEN_1 = _GEN_11 % 4'h8;  
  wire [2:0] _head_T_2 = _GEN_1[2:0];  
  wire [94:0] _GEN_21 = 3'h1 == head ? queue_1 : queue_0;  
  wire [94:0] _GEN_22 = 3'h2 == head ? queue_2 : _GEN_21;  
  wire [94:0] _GEN_23 = 3'h3 == head ? queue_3 : _GEN_22;  
  wire [94:0] _GEN_24 = 3'h4 == head ? queue_4 : _GEN_23;  
  wire [94:0] _GEN_25 = 3'h5 == head ? queue_5 : _GEN_24;  
  wire [94:0] _GEN_26 = 3'h6 == head ? queue_6 : _GEN_25;  
  assign io_full = _io_full_T_2 == head;  
  assign io_empty = head == tail;  
  assign io_read_data = 3'h7 == head ? queue_7 : _GEN_26;  
  assign io_head_ptr = head;  
  assign io_tail_ptr = tail;  
  always @(posedge clock) begin
    if (io_push & ~io_full) begin  
      if (3'h0 == tail) begin  
        queue_0 <= io_write_data;  
      end
    end
    if (io_push & ~io_full) begin  
      if (3'h1 == tail) begin  
        queue_1 <= io_write_data;  
      end
    end
    if (io_push & ~io_full) begin  
      if (3'h2 == tail) begin  
        queue_2 <= io_write_data;  
      end
    end
    if (io_push & ~io_full) begin  
      if (3'h3 == tail) begin  
        queue_3 <= io_write_data;  
      end
    end
    if (io_push & ~io_full) begin  
      if (3'h4 == tail) begin  
        queue_4 <= io_write_data;  
      end
    end
    if (io_push & ~io_full) begin  
      if (3'h5 == tail) begin  
        queue_5 <= io_write_data;  
      end
    end
    if (io_push & ~io_full) begin  
      if (3'h6 == tail) begin  
        queue_6 <= io_write_data;  
      end
    end
    if (io_push & ~io_full) begin  
      if (3'h7 == tail) begin  
        queue_7 <= io_write_data;  
      end
    end
    if (reset) begin  
      head <= 3'h0;  
    end else if (io_pop & ~io_empty) begin  
      head <= _head_T_2;  
    end else if (io_reset) begin  
      head <= 3'h0;  
    end
    if (reset) begin  
      tail <= 3'h0;  
    end else if (io_push & ~io_full) begin  
      tail <= _io_full_T_2;  
    end else if (io_reset) begin  
      tail <= 3'h0;  
    end
  end
endmodule
==> run.sh <==
#!/bin/bash
# OpenROAD 26Q1-2900-gdf79404cd8, Yosys 0.63+post, stock flow scripts
make -C /OpenROAD-flow-scripts/flow DESIGN_CONFIG=/design/flow/config.mk WORK_HOME=/design/flow/orfs finish
==> config.mk <==
export PLATFORM = sky130hd
export DESIGN_NAME = InflighQueue
export DESIGN_NICKNAME = InflighQueue
export VERILOG_FILES = /design/flow/design.v
export SDC_FILE = /design/flow/constraint.sdc
export NUM_CORES = 4
export LEC_CHECK = 1
export CORE_UTILIZATION = 30
==> constraint.sdc <==
current_design InflighQueue

set clk_period 21.9
set clk_io_pct 0.2

create_clock -name clk0 -period $clk_period [get_ports {clock}]

set non_clock_inputs [all_inputs -no_clocks]
set_input_delay [expr $clk_period * $clk_io_pct] -clock clk0 $non_clock_inputs
set_output_delay [expr $clk_period * $clk_io_pct] -clock clk0 [all_outputs]
==> out/results.ini <==
[synth]
yosys-stat-cells=1925
syn_area_um2=30200
ys_ff=766
ys_chip_area_um2=30200
syn_inst=1925
synth-warning-count=1
synth_seq_share_pct=76.0
synth_cell_type_count=32
avgSynthCellArea_um2=15.7

[sta]
fmax_ghz=0.109
drv_slew=0
finalClockPeriodUsage_pct=41.8
rsz0062_at_grt=false
finalHoldViolCount=0
slew_headroom_pct=43.4
min_period_ns=9.15
finalSetupViolations=0
holdWs_ns=0.663
fin_setup_tns_ns=0
fin_ws_ns=12.75
finClkSkew_ns=0.0209
tightestPinTransition_ns=0.849

[die]
num_io_pins=204
die_w_um=319
rows=116
die_area_um2=102000
coreArea_um2=99900
fp_util_pct=30.2
die_h_um=319

[finish]
stdcell_count=3476
final_util_pct=36.5
design_area_um2=36400
comb_area_um2=5680
lay_top_cells=edfxtp_1, inv_1, clkdlybuf4s50_1
lay_top_count=edfxtp_1
drive_above_1_share_pct=8.41
area_growth_pct=20.6
fillers=8991
seq_area_um2=22900

[pwr]
p_leak_nw=12.1
powerDensity_nw_per_um2=95.0
power.total_mw=3.46
ir_worst_vdd_mv=0.0519

[hold_path]
whs_path_depth=1
min_path_type=register to register

[clock_tree]
clockBufferDepth=3
ctsResizeCount=0
numCtsBuffers=83
htree_levels=3
cts_tree=yes
post-cts-setup-buffers=0
cts_sinks=766
root_buffer=clkbuf_16
cts_hold_buf=0
clk_pin_slew_ns=0.06
clk_latency_ns=0.64

[global_routing]
antenna_found_initial=10
grt_overflow=0
grt_pass1_wl_mm=126
grtUsageTotal_pct=17.9
grt_pass1_vias=20282
grt_max_degree=111

[placed_design]
dpl.hpwl_mm=43.5
routabilityCongestion=0.771
place_ws_ns=13.42
postPlaceCellArea_um2=33700
io_buffers=202
placedCellCount=3323

[setup_path]
startpoint_type=register
crit_type=register to primary output
crit_required_ns=17.52
rr_worst_depth=7
crit_path_end_kind=primary output
critical_path_peak_fanout=110
crit_arrival_ns=4.77

[route]
routed_wl_mm=86.1
detail_route.wl_per_cell_um=24.8
drt-initial-drc-count=993
dr.pass1.iters=7
final_antenna_net_count=0
vias_per_cell=5.32
drc_errors=0
vias=18489

[job]
drv_cap=0
warning_count=40

[status]
outcome=finished, final reports clean

critical path, cell delays in order, from the launching register on:
cell,delay [ns]
dfxtp_1,0.41
inv_1,0.23
ha_4,0.51
buf_12,0.50
or4_1,0.22
o31a_4,0.53
buf_4,0.67
o22a_1,0.23
a221o_1,0.26
clkdlybuf4s50_1,0.52
power breakdown:
group / total, mW / switching [mW] / internal [mW]
Clock: 1.37 / 0.562 / 0.809
Sequential: 1.68 / 0.0118 / 1.67
Combinational: 0.411 / 0.214 / 0.197
Total: 3.46 / 0.787 / 2.67
final timing paths:
kind,startpoint,end,slack [ns]
setup / recovery,head[0],io_read_data[83],12.75
hold / removal,tail[0],tail[0],0.66
hold reg to reg,tail[0],tail[0],0.66
setup reg to reg,tail[2],queue_0[34],18.18
metal layers:
metal | vias up | global-route usage, % | share of wire [%]
li1 | 8053 | - | -
met1 | 8926 | 20.4 | 35
met2 | 1334 | 26.3 | 45
met3 | 158 | 14.6 | 17
met4 | 18 | 3.87 | 2.6
met5 | - | 0.520 | 0.15
registers in the layout, summed over array words and instances, names as in the netlist, 95 cells and up:
signal and cells:
queue_0 95, queue_1 95, queue_2 95, queue_3 95, queue_4 95, queue_5 95
queue_6 95, queue_7 95
layout make-up:
| class | count | share of cell area (%) |
|---|---|---|
| inverter | 292 | 3.02 |
| antenna | 2 | 0.0137 |
| tap | 1298 | 4.46 |
| sequential | 766 | 63.0 |
| clock inverter | 45 | 1.29 |
| multi-input combinational | 717 | 15.6 |
| clock buffer | 106 | 6.06 |
| timing repair buffer | 250 | 6.61 |
Yosys cell counts (all sizes together):
cell | count | area, µm²
or3 | 1 | 6.26
or4b | 2 | 20.0
and3 | 6 | 37.5
and2 | 2 | 12.5
buf | 29 | 169
o31a | 2 | 18.8
a21boi | 1 | 7.51
xnor2 | 2 | 17.5
dfxtp | 6 | 120
nand2b | 3 | 18.8
nor3 | 2 | 10.0
mux2i | 1 | 10.0
o31ai | 5 | 37.5
inv | 292 | 1100
o22a | 95 | 832
nor2b | 1 | 6.26
xor2 | 4 | 35.0
ha | 12 | 150
a221oi | 190 | 1660
or4 | 3 | 22.5
a22oi | 95 | 713
edfxtp | 760 | 22800
o22ai | 95 | 594
clkbuf | 121 | 454
nand2 | 1 | 3.75
a21oi | 1 | 5.00
nor2 | 98 | 368
a221o | 95 | 951
logic make-up (layout without fill, tap and decap cells):
family | after synthesis | after routing | synth area share (%)
compound gates | 579 | 579 | 16.0
xor+xnor | 6 | 6 | 0.174
fa+ha+maj | 12 | 12 | 0.497
buf+inv | 442 | 693 | 5.69
flops | 766 | 766 | 76.0
mux | 1 | 1 | 0.0331
other cells | 0 | 2 | 0
simple gates | 119 | 119 | 1.67
Power is estimated from default activity; no workload was simulated.
