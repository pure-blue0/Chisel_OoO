## design/flow/design.v

```verilog
module SendFetchReq(
  input         clock,
  input         reset,
  input         io_Inflightqueue_full,
  input  [1:0]  io_m_state,
  input         io_isStalled,
  input  [63:0] io_PcRegisterOut,
  output        io_Sendsuccess,
  output [63:0] io_FetchReq_address,
  output        io_Busy,
  output [3:0]  io_fetchReq_Length,
  output [1:0]  io_fetchReq_Opcode,
  output        io_Excp_vaild,
  output [5:0]  io_Excp_Cause,
  output [63:0] io_Excp_Tval
);
  wire [63:0] _io_FetchReq_address_T = io_PcRegisterOut & 64'hfffffffffffffff8;  
  wire [63:0] _GEN_2 = io_PcRegisterOut[0] ? io_PcRegisterOut : 64'h0;  
  wire  _GEN_3 = io_PcRegisterOut[0] ? 1'h0 : 1'h1;  
  wire [63:0] _GEN_4 = io_PcRegisterOut[0] ? 64'h0 : _io_FetchReq_address_T;  
  wire [3:0] _GEN_5 = io_PcRegisterOut[0] ? 4'h0 : 4'h8;  
  assign io_Sendsuccess = ~io_Inflightqueue_full & io_m_state == 2'h0 & ~io_isStalled & _GEN_3;  
  assign io_FetchReq_address = ~io_Inflightqueue_full & io_m_state == 2'h0 & ~io_isStalled ? _GEN_4 : 64'h0;  
  assign io_Busy = ~io_Inflightqueue_full & io_m_state == 2'h0 & ~io_isStalled & _GEN_3;  
  assign io_fetchReq_Length = ~io_Inflightqueue_full & io_m_state == 2'h0 & ~io_isStalled ? _GEN_5 : 4'h0;  
  assign io_fetchReq_Opcode = 2'h0;
  assign io_Excp_vaild = ~io_Inflightqueue_full & io_m_state == 2'h0 & ~io_isStalled & io_PcRegisterOut[0];  
  assign io_Excp_Cause = 6'h0;
  assign io_Excp_Tval = ~io_Inflightqueue_full & io_m_state == 2'h0 & ~io_isStalled ? _GEN_2 : 64'h0;  
endmodule
```

## design/flow/run.sh

```bash
#!/bin/bash
# OpenROAD 26Q1-2900-gdf79404cd8, Yosys 0.63+post, stock flow scripts
make -C /OpenROAD-flow-scripts/flow DESIGN_CONFIG=/design/flow/config.mk WORK_HOME=/design/flow/orfs finish
```

## design/flow/config.mk

```make
export PLATFORM = sky130hd
export DESIGN_NAME = SendFetchReq
export DESIGN_NICKNAME = SendFetchReq
export VERILOG_FILES = /design/flow/design.v
export SDC_FILE = /design/flow/constraint.sdc
export NUM_CORES = 4
export LEC_CHECK = 1
export CORE_AREA = 10 10 92 92
export DIE_AREA = 0 0 102 102
```

## design/flow/constraint.sdc

```tcl
current_design SendFetchReq

set clk_period 6.9
set clk_io_pct 0.2

create_clock -name clk0 -period $clk_period

set non_clock_inputs [all_inputs -no_clocks]
set_input_delay [expr $clk_period * $clk_io_pct] -clock clk0 $non_clock_inputs
set_output_delay [expr $clk_period * $clk_io_pct] -clock clk0 [all_outputs]
```

==> ci_impl_report.md <==
### Yosys + OpenROAD results

| Metric | Value |
|---|---|
| Outcome | `finished clean` |
| Critical Path, Cell by Cell | `clkdlybuf4s50_1, or4_2, buf_4, nor2_1, clkdlybuf4s50_1` |
| Sw Ratio | `38.5%` |
| Yosys cell count | `229` |
| Global-route wire length before repair | `11300 µm` |
| Finish-stage setup viols | `0` |
| Top cells by count | `62 x nor2_1, 61 x nand2b_1, 40 x nor2_2` |
| Initial antenna violation count | `0` |
| Worst-Margin Slew | `858 ps` |
| Area Growth Syn to Fin | `124%` |
| Reg power frac | `0%` |
| GPL Wtd Cong | `0.769` |
| Worst setup path category | `primary input to output pin` |
| Number of clock buffers in the layout | `0` |
| Combinational power share | `100.0%` |
| Hold Path Sink | `io_Excp_Tval[2]` |
| Most common cell in the synthesized netlist | `nor2_1` |
| Synth Seq Share | `0%` |
| Max transition margin | `42.6%` |
| Worst Path Required | `5520 ps` |
| CP Launch Type | `primary input` |
| Synth Instances | `229` |
| Post-synth area hogs | `nand2b_1 26%, nor2_2 17%, nor2_1 16%` |
| Flop count | `0` |
| Fin Hold WS | `3690 ps` |
| Layout cells sized above 1 | `16.3%` |
| Synth warn | `0` |
| Die area | `0.0104 mm²` |
| Critical path's slowest cell | `or4_2` |
| Largest net degree at the start of global routing | `40` |
| Vias per cell | `4.03` |
| Crit Path Max Fanout | `32` |
| Avg Cell Area, Syn | `6.42 µm²` |
| Clock share of power | `0%` |
| Initial Util | `22.8%` |
| Drt total wl | `7830 µm` |
| Core area | `0.00646 mm²` |
| Cell Type Count | `16` |
| Worst Hold Class | `primary input to output pin` |
| Number of gates resized after CTS | `0` |
| Max-cap violations | `0` |
| Tool warnings | `34` |
| Post-layout min period | `5320 ps` |
| Routed len/inst | `16.3 µm` |
| DR iter-0 viols | `29` |
| Worst hold stages | `3` |
| Drc violations | `0` |
| Crit path DAT | `3940 ps` |
| Area share, top type | `26.0%` |
| Final count of pins violating max slew | `0` |
| Top Ports | `213` |
| Int Power | `0.0590 mW` |
| P_leak | `1.06 nW` |
| Setup Buffers After CTS | `0` |
| Power, Total | `0.0960 mW` |
| Power per Cell Area | `29.2 mW/mm²` |
| Ant diodes | `0` |
| Overflow after GRT | `0` |
| Worst VDD drop | `0.0000286 V` |
| RSZ-0062 raised after global routing | `no` |
| Post-DP HPWL | `6530 µm` |
| CP Buf/Inv Count | `3` |
| Yosys top cell by area | `nand2b_1` |
| Max stage delay on crit path | `1010 ps` |
| Hold path startpoint | `io_PcRegisterOut[2]` |
| Post-synthesis instance area | `0.00147 mm²` |
| Final period utilization | `77.2%` |
| Cts hold-fix bufs | `0` |
| Register area | `0 µm²` |
| CP Capture Type | `output pin` |
| GRT Total Usage | `13.6%` |
| YS chip area | `0.00147 mm²` |
| Die boundary width | `102 µm` |
| Top cell by count, worst path | `clkdlybuf4s50_1` |
| Fmax | `0.188 GHz` |
| CP top delay family | `buffers and inverters` |
| Setup TNS | `0 ps` |
| Vias in the first global route | `1993` |
| Rows | `29` |
| Final hold violation count | `0` |
| Via count | `1939` |
| Vert. Die Dim | `102 µm` |
| First-pass DRT Iterations | `4` |
| Port buffer count | `197` |
| Switching power | `0.0370 mW` |
| Final ANT Viol Nets | `0` |
logic make-up (layout without fill, tap and decap cells):
| logic type | count (synthesis) | count (layout) | synth area share (%) |
|---|---|---|---|
| other | 1 | 14 | 0.255 |
| buffers and inverters | 38 | 200 | 22.0 |
| and+or+nand+nor | 190 | 190 | 77.8 |
power groups by stage:
stage         combinational, mW  sequential, mW  clock [mW]
finish                   0.0960               0           0
CTS                      0.0976               0           0
global route              0.105               0           0
layer usage:
metal  wire length (µm)  vias to the layer above  GRT usage [%]
met5                  0                        -              0
met4                  0                        0              0
met2               3860                      112           25.1
met1               2840                      827           14.6
met3               1140                        0           6.27
li1                   -                     1000              -
worst max-delay path by stage:
stage	slack, ps	to	start	cells past startpoint
final	1580	io_fetchReq_Length[3]	io_m_state[1]	5
after global routing	1430	io_fetchReq_Length[3]	io_m_state[1]	5
after CTS	1570	io_fetchReq_Length[3]	io_m_state[1]	5
stage by stage:
step	instances	util, %	setup slack (ps)	cell area, µm²
6_report	481	51.0	1580	3290
5_1_grt	481	51.0	1430	3290
3_5_place_dp	481	51.0	1560	3290
4_1_cts	481	51.0	1570	3290
3_3_place_gp	481	51.0	1570	3290
2_1_floorplan	242	-	3110	1520
cell type report:
cell class,instances,area [µm²]
Fill cell,619,3170
Tap cell,77,96.3
Multi-Input combinational cell,204,1200
Timing Repair Buffer,200,1990
cell usage in the layout, fill, tap and decap left out:
cell type and count:
buf_4 3, clkdlybuf4s50_1 197, conb_1 14, nand2b_1 61, nor2_1 62, nor2_2 40
nor2_4 20, nor3b_1 2, nor4_1 1, nor4b_1 1, or2_2 1, or4_2 1
or4b_4 1
Power figures rest on the tool's default switching activity, not on a simulated workload.
